`design/flow/config.mk`:
```
export PLATFORM = sky130hd
export DESIGN_NAME = spi0
export DESIGN_NICKNAME = spi0
export VERILOG_FILES = /design/flow/design.v
export SDC_FILE = /design/flow/constraint.sdc
export NUM_CORES = 4
export LEC_CHECK = 1
export CORE_UTILIZATION = 30
```
`design/flow/constraint.sdc`:
```
current_design spi0

set clk_period 5.2
set clk_io_pct 0.2

create_clock -name clk0 -period $clk_period [get_ports {clk}]

set non_clock_inputs [all_inputs -no_clocks]
set_input_delay [expr $clk_period * $clk_io_pct] -clock clk0 $non_clock_inputs
set_output_delay [expr $clk_period * $clk_io_pct] -clock clk0 [all_outputs]
```
`design/flow/design.v`:
```
module spi0 (clk, reset, irq, address, byteenable, chipselect, writedata, readdata, write, read, tx, rx, clock, cs0, cs1, cs2, cs3);
    input   clk, reset;
    output  irq;
    input             read, write, chipselect;
    input [2:0]       address;
    input [3:0]       byteenable;
    input [31:0]      writedata;
    output reg [31:0] readdata;
    output reg   		 clock, cs0, cs1, cs2, cs3, tx;
	 input				 rx;	
	 wire rx_FO;
	 wire rx_FF;
	 wire rx_FE;
	 wire tx_FO;
	 wire tx_FF;
	 wire tx_FE;
	 reg tx_clearOV;
	 reg rx_clearOV;
	 wire[1:0] CS_SELECT;
	 wire[3:0] CS_AUTO, CS_ENABLE;
	 wire[5:0] COUNT;
	 wire[1:0] MODE0 = control[17:16];
	 wire[1:0] MODE1 = control[19:18];
	 wire[1:0] MODE2 = control[21:20];
	 wire[1:0] MODE3 = control[23:22];
	 assign CS_AUTO = control[8:5];
	 assign CS_ENABLE = control[12:9];
	 assign CS_SELECT = control[14:13];
	 reg enable;
	 wire[31:0] fifo_readdata, fifo_writedata;
    reg [31:0] data;
    reg [15:0] status;
	 reg [31:0] control;
    reg [31:0] brd;
    parameter DATA_REG             = 3'b000;
    parameter STATUS_REG           = 3'b001;
    parameter CONTROL_REG          = 3'b010;
    parameter BRD_REG       		  = 3'b011;
    always @ (*)
    begin
        if (read && chipselect)
            case (address)
					DATA_REG:
						readdata = fifo_readdata;
               STATUS_REG:
						readdata = {10'b0, rx_FO, rx_FF, rx_FE, 
									 tx_FO, tx_FF, tx_FE};
               CONTROL_REG: 
						readdata = control;
               BRD_REG: 
                  readdata = brd;
            endcase
        else
            readdata = 32'b0;
    end        
    always @ (posedge clk)
    begin
        if (reset)
        begin
            status <= 32'b0;
            control <= 32'b0;
            brd <= 32'b0;
        end
        else
        begin
				begin
                if (write && chipselect)
                begin
                    case (address)
                        STATUS_REG: 
                            status <= writedata;
                        CONTROL_REG: 
                            control <= writedata;
                        BRD_REG: 
                            brd <= writedata;
                    endcase
                end
                else
                    status <= 32'b0;
            end
        end
	 end
	 wire baudOut, clkOut;
	 baud_rate br(
		.clk(clk), 
		.reset(reset),
		.enable(enable),
		.brd(brd),
		.baudOut(baudOut),
		.clkDivide2(clkOut)
	 ); 
	 wire read_fifo;
	 wire write_fifo;
	 assign read_fifo = read && chipselect && (address == DATA_REG);
	 assign write_fifo = write && chipselect && (address == DATA_REG);
	 assign fifo_writedata = writedata;
	 wire [31:0] txData;
	 wire txReset;
	 assign txReset = reset || !enable;
	 wire fifo_tx_read;
	 FIFO tx_fifo(
		.clk(clk), 
		.reset(txreset), 
		.write(write_fifo), 
		.dataIn(fifo_writedata), 
		.read(fifo_tx_read), 
		.dataOut(txData), 			 
		.empty(tx_FE), 
		.full(tx_FF), 
		.ov(tx_FO), 
		.clearOV(tx_clearOV)
	 );
	 wire [31:0] rxData;
	 wire rxWrite, rxReset;
	 wire [3:0] readPtr, writePtr;
	 assign rxReset = reset || !enable;
	 assign rxData = data;
	 FIFO rx_fifo(
		.clk(clk), 
		.reset(rxreset), 
		.write(rxWrite), 
		.dataIn(rxData), 				 
		.read(read_fifo), 
		.dataOut(fifo_readdata), 
		.empty(rx_FE), 
		.full(rx_FF), 
		.ov(rx_FO), 
		.clearOV(rx_clearOV),
		.readPtr(readPtr), 
		.writePtr(writePtr)
	 );
	 parameter IDLE 		= 3'b100;
	 parameter CS_ASSERT = 3'b101;
	 parameter TX_BITS 	= 3'b110;
	 reg lastBrd;
	 wire load, dec;
	 reg[2:0] state, nextState;
	 always @(posedge clk) 
		if(reset) 	state <= IDLE;
			else
			begin
				state <= nextState;
				lastBrd <= clock;
			end
	 always @(state)
		case(state)
			IDLE: 
			begin
				if(!tx_FE && CS_AUTO)
					nextState <= CS_ASSERT;
				if(!tx_FE && !CS_AUTO)
					nextState <= TX_BITS;
				if(tx_FE)
					nextState <= IDLE;
			end
			CS_ASSERT:
			begin
				nextState <= TX_BITS;
			end
			TX_BITS:
			begin
				clock <= clkOut ^ SPO ^ SPH;
				if(COUNT == 1'b0)
					nextState <= IDLE;
				else
					nextState <= TX_BITS;
			end
		endcase
	always@(clock)		
	begin			
		if(state == TX_BITS && COUNT > 0 && lastBrd != clock)
		begin
			tx <= txData[COUNT-1];
			data[COUNT-1] <= rx;
		end
		else
			tx <= 1'b0;			
	end
		assign load = (state == IDLE);
		assign dec = (state == TX_BITS);
	counter counter(.clk(clk), .reset(reset), .value(control[4:0]), .load(load), .dec(dec), .count(COUNT));
	always@(*)
	begin 
		if(!(CS_AUTO[CS_SELECT]) && CS_ENABLE[CS_SELECT]) begin
			if	(CS_SELECT == 2'b00)			cs0 <= 1'b1;
			else if(CS_SELECT == 2'b01)	cs1 <= 1'b1;
			else if(CS_SELECT == 2'b10)	cs2 <= 1'b1;
			else if(CS_SELECT == 2'b11)	cs3 <= 1'b1;
		end
		else if (CS_AUTO[CS_SELECT] && state != IDLE) begin
			if	(CS_SELECT == 2'b00)			cs0 <= 1'b1;
			else if(CS_SELECT == 2'b01)	cs1 <= 1'b1;
			else if(CS_SELECT == 2'b10)	cs2 <= 1'b1;
			else if(CS_SELECT == 2'b11)	cs3 <= 1'b1;
		end
	end
	reg SPO, SPH;
	always @(*)
	begin
		case(CS_SELECT)
			2'b00: begin SPO = MODE0[1]; SPH = MODE0[0]; end
			2'b01: begin SPO = MODE1[1]; SPH = MODE1[0]; end
			2'b10: begin SPO = MODE2[1]; SPH = MODE2[0]; end
			2'b11: begin SPO = MODE3[1]; SPH = MODE3[0]; end
		endcase
	end
endmodule
module FIFO (clk, reset, write, dataIn, read, dataOut, empty, full, ov, clearOV, readPtr, writePtr);
	input clk, reset, write, read, clearOV;
	input [31:0] dataIn;
	output reg [31:0] dataOut; 
	output full, empty;
	output reg ov;	 	
	output reg [3:0] readPtr, writePtr; 
	reg [3:0] PtrDiff; 
	reg [31:0] Stack [15:0];
	reg lastReadPtr, lastWritePtr;
	assign empty = (readPtr == writePtr); 
	assign full = (readPtr == PtrDiff); 
	always @ (posedge clk or posedge reset or posedge clearOV) begin 
		if (reset) begin 
			dataOut <= 1'b0; 
			readPtr <= 1'b0; 
			writePtr <= 1'b0; 
			PtrDiff <= 1'b1; 
			ov <= 1'b0;
			lastReadPtr <= 1'b0;
		end
		else if (clearOV) begin
			ov <= 1'b0;
		end
		else begin 
			lastReadPtr <= read;
			if (read && !lastReadPtr) begin
				if (empty) begin
					dataOut <= 1'b0; 
				end
				else begin
					dataOut <= Stack[readPtr]; 
					readPtr <= readPtr + 4'b1; 
				end
			end
			lastWritePtr <= write;
			if (write && !lastWritePtr) begin
				if (!full) begin 
					Stack[writePtr] <= dataIn; 
					writePtr <= writePtr + 4'b1; 
					PtrDiff <= PtrDiff + 4'b1; 
				end
				else begin
					ov <= 1; 
				end
			end
		end
	end
endmodule
module baud_rate(clk, reset, enable, brd, baudOut, clkDivide2);
	input clk, reset, enable;
	input [31:0] brd;
	output reg baudOut, clkDivide2;
	reg [31:0] count;
	reg [31:0] match;
		always @ (posedge clk) 
		begin
			if (reset || !enable) 
			begin
				baudOut <= 1'b0;
				clkDivide2 <= 1'b0;
				count <= 32'b0;
				match <= brd;
			end
			else begin
				clkDivide2 <= ~clkDivide2;
				count <= count + 32'b10000000;
				if (count[31:7] == match[31:7])	
				begin
					match <= match + brd;
					baudOut <= ~baudOut;
				end 
			end
		end
endmodule
module counter(clk, reset, value, load, dec, count);
	input clk, reset, load, dec;
	input [4:0] value;
	output reg [5:0] count;
		always @(posedge clk)
			if(reset)
				count <= 0;
			else
				if(load)
					count <= value + 1'b1;
				else if(dec)
					count <= count - 1'b1;
endmodule
```
`design/flow/run.sh`:
```
#!/bin/bash
# OpenROAD 26Q1-2900-gdf79404cd8, Yosys 0.63+post, stock flow scripts
make -C /OpenROAD-flow-scripts/flow DESIGN_CONFIG=/design/flow/config.mk WORK_HOME=/design/flow/orfs finish
```
==> flow_metrics.env <==
# yosys + openroad results
export IMPL_run_status="finished, final reports clean"
export IMPL_cp_slowest_stage_delay_ps=750
export IMPL_cp_data_required_time_ps=5450
export IMPL_unclocked_pins=33
export IMPL_layout_top_cells="71 x dfxtp_1, 71 x clkdlybuf4s50_1, 66 x o21ai_0, 66 x a21oi_1, 66 x nand3_1"
export IMPL_dpl_cell_area_sq_um=4700
export IMPL_chip_area_sq_um=13400
export IMPL_grt_max_degree=72
export IMPL_yosys_cell_types_count=34
export IMPL_core_sq_um=12600
export IMPL_skew_ps=3.21
export IMPL_ant_nets=0
export IMPL_setup_tns_ps=0
export IMPL_grtUsageTotal_pct=17.0
export IMPL_synthToLayoutAreaGrowth_pct=29.9
export IMPL_gp_congestion=0.813
export IMPL_rsz0062_at_grt="no"
export IMPL_overflow=0
export IMPL_grt_pass1_wl_mm=17.4
export IMPL_min_to="brd[4]"
export IMPL_drive_gt1_share_pct=6.91
export IMPL_cts_resized=0
export IMPL_p_comb_share_pct=8.5
export IMPL_syn_avg_cell_area_sq_um=8.30
export IMPL_post_route_drc_count=0
export IMPL_grt_pass1_vias=3409
export IMPL_crit_path_top_delay_cell="clkdlybuf4s50_1"
export IMPL_startpoint_type="input port"
export IMPL_worstHoldStart="brd[4]"
export IMPL_ys_chip_area_sq_um=3880
export IMPL_r2r_slack_ps=3900
export IMPL_irDropWorstVdd_v=0.000194
export IMPL_die_x_microns=116
export IMPL_worstReg2RegEnd="counter.count[5]"
export IMPL_clock_latency_late_pin_ps=320
export IMPL_hold_violations=0
export IMPL_numCtsBuffers=9
export IMPL_critPathArrivalTime_ps=3030
export IMPL_syn_cell_area_sq_um=3880
export IMPL_post_cts_buffers=0
export IMPL_ys_cells=468
export IMPL_path_clk_slew_ps=60
export IMPL_power_density_nw_per_um2=274
export IMPL_wire_per_inst_microns=15.8
export IMPL_p_sw_w=0.000302
export IMPL_fin_area_sq_um=5040
export IMPL_vias=3556
export IMPL_end_kind="register"
export IMPL_hold_path_class="reg2reg"
export IMPL_vias_per_cell=5.13
export IMPL_rows=41
export IMPL_htreeDepth=3
export IMPL_dr_pass1_iters=5
export IMPL_cts_tree="yes"
export IMPL_untimed_endpoints=66
export IMPL_die_h_microns=116
export IMPL_setup_viol=0
export IMPL_hold_depth=2
export IMPL_critical_path_top_delay_family="buffers and inverters"
export IMPL_clockPowerShare_pct=50.9
export IMPL_path_buffers=2
export IMPL_fp_util_pct=30.8
export IMPL_crit_type="in2reg"
export IMPL_antenna_found_initial=0
export IMPL_yosysWarnings=40
export IMPL_cts_root_buf="clkbuf_16"
export IMPL_syn_inst=468
export IMPL_initialDrtViolationCount=226
export IMPL_seqPwrFrac_pct=40.6
export IMPL_p_leak_nw=1.68
export IMPL_warnings=31
export IMPL_fmax_ghz=0.360
export IMPL_antenna_diode_count=0
export IMPL_r2r_start="state[1]"
export IMPL_top_level_ports=84
export IMPL_port_buffers=72
export IMPL_r2r_cells=3
export IMPL_worst_path_max_fanout=19
export IMPL_worstPathCellList="clkdlybuf4s50_1 > and2_1 > buf_4 > nand3_1 > a21oi_1"
export IMPL_power_share_switching_pct=21.8
export IMPL_ctsHoldBuffers=0
export IMPL_max_slew_margin_pct=50.0
export IMPL_maxSlewViolCount=0
export IMPL_post_dp_hpwl_mm=6.78
export IMPL_intPower_w=0.00108
export IMPL_tightest_slew_ps=751
export IMPL_period_needed_ps=2780
export IMPL_maxCapViolCount=0
export IMPL_drt_total_wl_mm=10.9
export IMPL_cts_buffer_depth=2
export IMPL_finalCritPeriodShare_pct=53.4
export IMPL_ys_ff=104
per-stage QoR:
| step | hold slack, ps | util (%) | instances | worst slack (ps) | power [W] |
|---|---|---|---|---|---|
| CTS | 474 | 40.0 | 693 | 2440 | 0.00139 |
| global route | 489 | 40.0 | 693 | 2320 | 0.00142 |
| global placement | 458 | 37.2 | 677 | 2140 | 0.000688 |
| finish | 473 | 40.0 | 693 | 2420 | 0.00138 |
| detailed placement | 466 | 37.2 | 677 | 2100 | 0.000690 |
| floorplan | 449 | - | 472 | 3280 | 0.000632 |
final cells by class:
type	count	area (sq um)
clock buffer	10	239
clock inverter	6	108
fill	1239	7570
inverter	5	18.8
multi-input combinational	312	1740
sequential	104	1920
tap	172	215
timing repair buffer	84	806
per-layer routing:
| layer | part of all wire [%] | GRT usage, % |
|---|---|---|
| met5 | 0 | 0 |
| met4 | 1.2 | 3.33 |
| met3 | 6.5 | 2.50 |
| met2 | 46 | 26.2 |
| met1 | 46 | 26.2 |
cell families after synthesis:
logic type | after synthesis | synth area share (%)
compound gates | 170 | 24.3
xor+xnor | 10 | 2.25
fa+ha+maj | 3 | 0.966
buf+inv | 56 | 6.92
flops | 71 | 36.6
latches | 33 | 12.8
mux | 1 | 0.580
other cells | 2 | 0.193
simple gates | 122 | 15.5
tightest hold or removal path, cell delays in order (launching register included):
cell and delay, ps:
dfxtp_1 300, o21ai_0 60, a21oi_1 60
worst max path at each step:
| stage | start | endpoint | slack, ps | cells after the start |
|---|---|---|---|---|
| 5_1_grt | address[0] | brd[8] | 2320 | 5 |
| 6_report | address[0] | brd[2] | 2420 | 5 |
| 4_1_cts | address[0] | brd[15] | 2440 | 5 |
Yosys cell counts (all sizes together):
master	count	area [sq um]
buf	32	175
ha	3	37.5
nor3	3	15.0
xnor2	3	26.3
nor2b	2	12.5
and3b	2	17.5
clkbuf	19	75.1
inv	5	18.8
nand2b	2	12.5
or3	1	6.26
nand2	5	18.8
a22oi	30	225
o22ai	2	12.5
a21oi	66	330
nand3b	1	11.3
nor3b	3	27.5
conb	2	7.51
dlxtp	1	15.0
dfxtp	71	1420
and2	1	6.26
o21ai	66	330
dlxtn	32	480
xor2	7	61.3
o2111ai	1	8.76
mux4	1	22.5
or2	1	6.26
a211oi	4	30.0
nor2	33	124
nand3	66	330
a31oi	1	6.26
and3	2	12.5
flip-flops by register name (all words and copies together) (netlist names):
signal,cells
brd,32
clock,1
control,32
counter.count,6
readdata,32
state,1
power groups by stage:
stage	registers (W)	logic (W)	clock network, W
finish	0.000562	0.000117	0.000704
global route	0.000563	0.000127	0.000733
CTS	0.000562	0.000117	0.000709
No activity file was given, so power comes from the tool's default toggle rates.
